**design/flow/design.v**
```verilog
`timescale 1ns / 1ps
module music_player #(
    parameter CLK_FREQ  = 50_000_000,
    parameter BEAT_FREQ = 4
)(
    input  wire       clk,
    input  wire       rst_n,
    input  wire       play,
    output wire [2:0] note_out,    
    output wire [3:0] beat_out,    
    output wire       rest_out,    
    output wire       end_flag,    
    output wire [5:0] addr_out     
);
    reg  [5:0] addr;
    wire [7:0] rom_data;
    music_rom rom(.addr(addr), .data(rom_data));
    assign note_out = rom_data[2:0];
    assign beat_out = rom_data[6:3];
    assign rest_out = rom_data[7];
    assign end_flag = (rom_data == 8'hFF);
    assign addr_out = addr;
    localparam BEAT_CYCLES = CLK_FREQ / BEAT_FREQ;
    reg [31:0] clk_cnt;
    reg [3:0]  beat_cnt;
    always @(posedge clk or negedge rst_n) begin
        if (!rst_n) begin
            addr <= 0;
            clk_cnt <= 0;
            beat_cnt <= 1;
        end else if (play && !end_flag) begin
            if (clk_cnt >= BEAT_CYCLES - 1) begin
                clk_cnt <= 0;
                if (beat_cnt >= rom_data[6:3]) begin
                    beat_cnt <= 1;
                    addr <= addr + 1;
                end else begin
                    beat_cnt <= beat_cnt + 1;
                end
            end else begin
                clk_cnt <= clk_cnt + 1;
            end
        end
    end
endmodule
module music_rom (
    input  wire [5:0] addr,
    output reg  [7:0] data
);
    always @(*) begin
        case (addr)
            6'h00: data = 8'h10;   
            6'h01: data = 8'h10;   
            6'h02: data = 8'h14;   
            6'h03: data = 8'h14;   
            6'h04: data = 8'h15;   
            6'h05: data = 8'h15;   
            6'h06: data = 8'h24;   
            6'h07: data = 8'h13;   
            6'h08: data = 8'h13;   
            6'h09: data = 8'h12;   
            6'h0A: data = 8'h12;   
            6'h0B: data = 8'h11;   
            6'h0C: data = 8'h11;   
            6'h0D: data = 8'h20;   
            6'h0E: data = 8'h14;   
            6'h0F: data = 8'h14;   
            6'h10: data = 8'h13;   
            6'h11: data = 8'h13;   
            6'h12: data = 8'h12;   
            6'h13: data = 8'h12;   
            6'h14: data = 8'h21;   
            6'h15: data = 8'h14;   
            6'h16: data = 8'h14;   
            6'h17: data = 8'h13;   
            6'h18: data = 8'h13;   
            6'h19: data = 8'h12;   
            6'h1A: data = 8'h12;   
            6'h1B: data = 8'h21;   
            6'h1C: data = 8'h10;   
            6'h1D: data = 8'h10;   
            6'h1E: data = 8'h14;   
            6'h1F: data = 8'h14;   
            6'h20: data = 8'h15;   
            6'h21: data = 8'h15;   
            6'h22: data = 8'h24;   
            6'h23: data = 8'h13;   
            6'h24: data = 8'h13;   
            6'h25: data = 8'h12;   
            6'h26: data = 8'h12;   
            6'h27: data = 8'h11;   
            6'h28: data = 8'h11;   
            6'h29: data = 8'h20;   
            6'h2A: data = 8'hFF;   
            default: data = 8'hFF;
        endcase
    end
endmodule
```
**design/flow/constraint.sdc**
```tcl
current_design music_player

set clk_period 4.4
set clk_io_pct 0.2

create_clock -name clk0 -period $clk_period [get_ports {clk}]

set non_clock_inputs [all_inputs -no_clocks]
set_input_delay [expr $clk_period * $clk_io_pct] -clock clk0 $non_clock_inputs
set_output_delay [expr $clk_period * $clk_io_pct] -clock clk0 [all_outputs]
```
**design/flow/config.mk**
```make
export PLATFORM = sky130hd
export DESIGN_NAME = music_player
export DESIGN_NICKNAME = music_player
export VERILOG_FILES = /design/flow/design.v
export SDC_FILE = /design/flow/constraint.sdc
export NUM_CORES = 4
export LEC_CHECK = 1
export CORE_UTILIZATION = 40
```
**design/flow/run.sh**
```bash
#!/bin/bash
# OpenROAD 26Q1-2900-gdf79404cd8, Yosys 0.63+post, stock flow scripts
make -C /OpenROAD-flow-scripts/flow DESIGN_CONFIG=/design/flow/config.mk WORK_HOME=/design/flow/orfs finish
```
==> impl_metrics.py <==
# Generated from Yosys and OpenROAD reports
metrics = {
    "status": {
        "outcome": "finished, final reports clean",
    },
    "timing": {
        "setup_ws_ns": 0.934,
        "finalSetupTns_ns": 0,
        "fmax_mhz": 288,
        "tightest_slew_ns": 0.588,
        "setup_violations": 0,
        "slew_headroom_pct": 60.8,
        "rsz0062_at_grt": "no",
        "hold_violations": 0,
        "fin_skew_ns": 0.0101,
        "worst_hold_slack_ns": 0.496,
        "layout_min_cycle_time_ns": 3.47,
        "finalMaxSlewViolations": 0,
        "period_used_pct": 78.8,
    },
    "clocking": {
        "cts_resized": 0,
        "htree_levels": 2,
        "postCtsSetupRepairBufs": 0,
        "cts.sinks": 42,
        "clockBufferDepth": 2,
        "clock.latency.late_pin_ns": 0.30,
        "cts_buffers": 5,
        "cts_tree": "done",
        "cts_hold_buf": 0,
        "root_buffer": "clkbuf_8",
        "path_clk_slew_ns": 0.08,
    },
    "grt": {
        "grt_remaining_overflow": 0,
        "antenna_found_initial": 0,
        "track_usage_pct": 18.3,
        "grt_pass1_wl_mm": 10.8,
        "grt_pass1_vias": 2241,
        "grt_start_max_net_pins": 43,
    },
    "routing": {
        "num_antenna_cells": 0,
        "highest-signal-layer": "met4",
        "drt_iter0_drc": 76,
        "wl_met3_microns": 142,
        "route.layer.met1.wl_mm": 3.26,
        "wl_mm": 6.28,
        "vias": 2459,
        "route.met2.wl_mm": 2.84,
        "drc": 0,
        "drt_pass1_iterations": 4,
        "antenna_left": 0,
        "viasPerCell": 5.67,
        "wl_per_cell_microns": 14.5,
    },
    "die": {
        "initCoreUtil_pct": 41.7,
        "die_h_microns": 86.4,
        "io_pins": 18,
        "core.rowCount": 30,
        "chip_area_sq_um": 7460,
        "core_sq_um": 6830,
        "die_x_microns": 86.4,
    },
    "placement": {
        "dp_hpwl_mm": 4.24,
        "port_buffers": 17,
        "pre_cts_slack_ns": 1.27,
        "placed_area_sq_um": 3090,
        "gp_routability_congestion": 0.884,
    },
    "pwr": {
        "cellPowerDensity_nw_per_um2": 219,
        "power.total_uw": 701,
        "peakVddDrop_mv": 0.171,
        "leakagePower_nw": 1.33,
    },
    "final_layout": {
        "syn2layout_area_growth_pct": 12.3,
        "fin_area_sq_um": 3200,
        "drive_above_1_share_pct": 6.51,
    },
    "critical_path": {
        "critPathArrivalTime_ns": 2.59,
        "crit_required_ns": 3.52,
        "cp_max_fo": 19,
        "crit_type": "reg -> out",
        "reg2reg_from": "addr[2]",
        "startpoint": "addr[2]",
        "start_kind": "register",
        "crit_path_end_kind": "output pin",
    },
    "synth": {
        "synth_cell_types": 54,
        "synth-seq-cells": 42,
        "flop_cell": "dfrtp_1",
        "yosysTopAreaCellShare_pct": 36.0,
        "syn_area_sq_um": 2850,
        "synth.most_common_cell": "dfrtp_1",
        "yosys.area.top_type": "dfrtp_1",
        "syn_avg_cell_area_sq_um": 8.74,
        "ys_cells": 326,
        "top_cells_by_count": "dfrtp_1, nand2_1, nand3_1, o21ai_0",
        "yosysWarnings": 2,
        "netlist_instances": 326,
        "ys_seq_share_pct": 37.0,
        "yosys-top-cells-area": "dfrtp_1, ha_1, nand3_1, o21ai_0, a21oi_1",
        "yosys-stat-area_sq_um": 2850,
        "edf_count": 0,
        "synthArstFlopShare_pct": 100,
    },
    "min_path": {
        "hold_path_startpoint": "clk_cnt[31]",
        "min_path_type": "reg -> reg",
    },
    "run": {
        "warnings": 32,
        "maxCapViolations": 0,
    },
}
## per-layer routing
| metal | vias up | track usage, % |
|---|---|---|
| met5 | - | 0 |
| met4 | 0 | 1.52 |
| met3 | 5 | 2.42 |
| met2 | 20 | 28.3 |
| met1 | 1198 | 29.5 |
| li1 | 1236 | - |
## state kept, by name (all words and copies together) (netlist names)
| name | cells |
|---|---|
| addr | 6 |
| clk_cnt | 32 |
| beat_cnt | 4 |
## layout make-up
class                   count  area [sq um]
well taps                  96           120
fillers                   686          3630
clock buffers               5          68.8
clock inverters             3          40.0
multi-input cells         247          1650
inverters                  21          78.8
repair buffers             20           188
flip-flops and latches     42          1050
## cell families (layout without fill, tap and decap cells)
logic type | count (synthesis) | in the layout | share of synthesized area, %
and+or+nand+nor | 123 | 123 | 23.8
AOI/OAI and AO/OA | 99 | 99 | 23.6
DFF | 42 | 42 | 37.0
buffers and inverters | 37 | 49 | 5.71
adders and majority gates | 15 | 15 | 6.59
muxes | 6 | 6 | 2.15
xor gates and xnor gates | 4 | 4 | 1.23
## per-stage QoR
step / instances / utilization (%)
after global placement: 426 / 45.2
after floorplan: 326 / -
after CTS: 434 / 46.8
after global routing: 434 / 46.8
final: 434 / 46.8
after detailed placement: 426 / 45.2
## placed cells by master, fill, tap and decap left out, drive strengths merged, types with 2 or more instances in the layout
master and n:
a21o 3, clkdlybuf4s50 16, nand2 29, o22ai 3
o31ai 5, o21a 12, a22oi 2, and3 6
or3 2, nor4 14, a22o 9, mux2i 5
nor2 14, inv 21, ha 15, clkbuf 5
a21oi 21, dfrtp 41, a2bb2oi 3, nor3 9
nand4 4, or4 8, buf 4, xnor2 3
a211oi 3, o41ai 2, nand3 22, and2 5
a31oi 2, clkinv 2, nor2b 5, o211ai 2
o21ai 23
## where the power goes
group,switching [mW],internal (mW),leakage (nW)
Sequential,0,0.386,0.510
Combinational,0.00816,0.00176,0.765
Clock,0.138,0.167,0.0579
## critical path, cell delays in order, from the launching register on
cell and delay, ns:
dfrtp_1 0.72, inv_1 0.27, ha_1 0.27, nor4bb_1 0.41, a21oi_1 0.10, o21a_1 0.12, clkdlybuf4s50_1 0.40
## path summary, 6_finish.rpt
kind	endpoint	slack (ns)	cells after the start
max	beat_out[2]	0.93	6
min	clk_cnt[31]	0.50	1
max reg2reg	addr[1]	1.28	10
min reg2reg	clk_cnt[31]	0.50	1
max in group asynchronous	addr[5]	3.38	2
min in group asynchronous	clk_cnt[3]	0.65	2
Power is estimated from default activity; no workload was simulated.
